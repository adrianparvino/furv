==> flow/design.v <==
module ram(
  input clk,
  input [7:0] addr,
  input [31:0] data_in,
  output [31:0] data_out,
  input we,
  input [3:0] sel,
  input stb,
  output ack,
  input cyc
);
assign ack = cyc && stb;
reg [7:0] cells [1023:0];
assign data_out[0+:8] = cells[{addr, 2'h0}];
assign data_out[8+:8] = cells[{addr, 2'h1}];
assign data_out[16+:8] = cells[{addr, 2'h2}];
assign data_out[24+:8] = cells[{addr, 2'h3}];
always @(posedge clk) begin
  if (ack && we) begin
    if (sel[0]) cells[{addr, 2'h0}] <= data_in[0+:8];
    if (sel[1]) cells[{addr, 2'h1}] <= data_in[8+:8];
    if (sel[2]) cells[{addr, 2'h2}] <= data_in[16+:8];
    if (sel[3]) cells[{addr, 2'h3}] <= data_in[24+:8];
  end
end
endmodule
==> flow/run.sh <==
#!/bin/bash
# OpenROAD 26Q1-2900-gdf79404cd8, Yosys 0.63+post, stock flow scripts
make -C /OpenROAD-flow-scripts/flow DESIGN_CONFIG=/design/flow/config.mk WORK_HOME=/design/flow/orfs finish
==> flow/config.mk <==
export PLATFORM = sky130hd
export DESIGN_NAME = ram
export DESIGN_NICKNAME = ram
export VERILOG_FILES = /design/flow/design.v
export SDC_FILE = /design/flow/constraint.sdc
export NUM_CORES = 4
export LEC_CHECK = 1
export CORE_UTILIZATION = 30
export SYNTH_MEMORY_MAX_BITS = 65536
==> flow/constraint.sdc <==
current_design ram

set clk_period 60.1
set clk_io_pct 0.2

create_clock -name clk0 -period $clk_period [get_ports {clk}]

set non_clock_inputs [all_inputs -no_clocks]
set_input_delay [expr $clk_period * $clk_io_pct] -clock clk0 $non_clock_inputs
set_output_delay [expr $clk_period * $clk_io_pct] -clock clk0 [all_outputs]
==> reports/qor.tcl <==
set qor(grt_setup_unrepaired) {no}
set qor(p_leak_nw) 105.7
set qor(synth.yosys.num_cells) 14048
set qor(drt_iter0_markers) 10500
set qor(cts.htree.levels) 6
set qor(outcome) {finished, final reports clean}
set qor(min-delay-path-class) {in2reg}
set qor(antenna_found_initial) 28
set qor(intPower_mw) 9.065
set qor(largest_non_sequential_cell_family_by_area) {multiplexers}
set qor(power_density_nw_per_um2) 32.35
set qor(synthesis.yosys.warnings) 1
set qor(arrival_ns) 21.23
set qor(vdd_drop_max_mv) 0.03515
set qor(top_registers) {cells: 8192 flops}
set qor(layout_worst_path_cycle_share_pct) 55.32
set qor(cp-start-kind) {input pin}
set qor(grt_util_met1_pct) 17.72
set qor(drive_above_1_share_pct) 25.22
set qor(switching_share_pct) 21.36
set qor(via_count) 146808
set qor(flop_area_um2) 246000
set qor(holdCritStartpoint) {data_in[19]}
set qor(worst_slew_margin_rel_pct) 10.68
set qor(synthesis.area_um2) 312200
set qor(pin_count) 81
set qor(detail_route.vias_per_cell) 5.057
set qor(place.port_buffers) 80
set qor(ys_area_um2) 312200
set qor(cts-hold-fix-buffers) 0
set qor(hpwlAfterDp_mm) 475.4
set qor(drc) 0
set qor(std_cell_rows) 374
set qor(least_margin_pin_slew_ns) 1.323
set qor(totalWireLength_mm) 800.6
set qor(postSynthCellCount) 14048
set qor(setup.worst_path.class) {in2out}
set qor(clock_tree.buffer_depth) 4
set qor(finished_layout_cell_area_um2) 356400
set qor(routedWlPerCell_um) 27.58
set qor(grt_pass1_wl_mm) 1153
set qor(grt_start_max_net_pins) 139
set qor(fp-utilization_pct) 30.10
set qor(layout-area-overhead-vs-synth_pct) 14.16
set qor(logic_area_um2) 62700
set qor(setup_viol) 0
set qor(startpoint) {addr[0]}
set qor(fp.dieH_mm) 1.022
set qor(xor_xnor_cells_area_fraction_pct) 0
set qor(floorplan.core_area_um2) 1037000
set qor(crit_path_max_fanout) 61
set qor(num_cts_buffers) 798
set qor(grt-ovfl-total) 0
set qor(share_comb_of_total_power_pct) 4.5
set qor(cts_tree) {yes}
set qor(cts-root-buf) {sky130_fd_sc_hd__clkbuf_16}
set qor(crit_path_end_kind) {output port}
set qor(globalRouteMet2Util_pct) 24.33
set qor(clock_power_share_pct) 40.9
set qor(layout_min_cycle_time_ns) 33.25
set qor(total_power_mw) 11.53
set qor(ys_types) 21
set qor(place_congestion) 0.8443
set qor(grt_most_used_layer) {met2}
set qor(gr-usage-met3_pct) 13.18
set qor(fa_ha_area_share_pct) 0
set qor(yosys.area_share.simple_pct) 1.511
set qor(final-max-slew-violation-count) 0
set qor(power_switching_mw) 2.462
set qor(ctsResizeCount) 0
set qor(hold_path_depth) 1
set qor(openroad.warnings) 71
set qor(cts_num_sinks) 8192
set qor(globalRouteTotalUtil_pct) 16.29
set qor(setup_tns_ns) 0
set qor(whs_endpoint) {cells[64][19]}
set qor(reg_with_most_ffs) {cells}
set qor(first_pass_iters) 5
set qor(worstPathRequired_ns) 48.08
set qor(largest_register_ff_count) 8192
set qor(timing.fmax_ghz) 0.03008
set qor(synth_sequential_area_ratio_pct) 78.80
set qor(die_w_mm) 1.022
set qor(clkSlewWorstSetupHoldPaths_ns) 0.06
set qor(total_of_flip_flops_plus_latches_after_synthesis) 8192
set qor(placement.cell_area_um2) 331800
set qor(cts_setup_buffers) 0
set qor(dieArea_um2) 1045000
set qor(seqPwrFrac_pct) 54.5
set qor(synth.mux.area_fraction_pct) 14.78
set qor(avgSynthCellArea_um2) 22.22
set qor(filler_cell_count) 94475
set qor(post_synth_aoi_oai_area_pct) 3.643
set qor(maxCapViolCount) 0
set qor(final_antenna_net_count) 0
set qor(grt_pass1_vias) 163526
set qor(final_hold_viol_count) 0
-- cell usage in the layout (no fill, tap or decap), types with 9 or more instances in the layout --
master | Yosys | final
sky130_fd_sc_hd__nand2_1 | 106 | 28
sky130_fd_sc_hd__clkinv_8 | 0 | 10
sky130_fd_sc_hd__buf_4 | 52 | 614
sky130_fd_sc_hd__buf_8 | 0 | 32
sky130_fd_sc_hd__clkinv_16 | 0 | 16
sky130_fd_sc_hd__nand2_4 | 0 | 14
sky130_fd_sc_hd__o41ai_1 | 128 | 111
sky130_fd_sc_hd__clkinv_2 | 0 | 124
sky130_fd_sc_hd__clkbuf_1 | 625 | 174
sky130_fd_sc_hd__edfxtp_1 | 8192 | 8192
sky130_fd_sc_hd__clkinv_1 | 0 | 245
sky130_fd_sc_hd__nand2_2 | 0 | 64
sky130_fd_sc_hd__clkdlybuf4s50_1 | 0 | 46
sky130_fd_sc_hd__clkinvlp_4 | 0 | 9
sky130_fd_sc_hd__diode_2 | 0 | 27
sky130_fd_sc_hd__mux4_2 | 2048 | 2048
sky130_fd_sc_hd__o41ai_2 | 0 | 17
sky130_fd_sc_hd__inv_6 | 0 | 11
sky130_fd_sc_hd__nor2_1 | 1039 | 1036
sky130_fd_sc_hd__nand4_1 | 32 | 32
sky130_fd_sc_hd__a21oi_1 | 512 | 512
sky130_fd_sc_hd__clkbuf_16 | 0 | 808
sky130_fd_sc_hd__buf_12 | 0 | 16
sky130_fd_sc_hd__bufinv_16 | 0 | 32
sky130_fd_sc_hd__inv_16 | 0 | 13
sky130_fd_sc_hd__a22oi_1 | 1024 | 1024
-- synth_stat cells --
cell	number	area share, %
sky130_fd_sc_hd__buf_2	169	0.27
sky130_fd_sc_hd__nand4_1	32	0.064
sky130_fd_sc_hd__nor3_1	5	0.0080
sky130_fd_sc_hd__edfxtp_1	8192	79
sky130_fd_sc_hd__mux4_2	2048	15
sky130_fd_sc_hd__or2_2	1	0.0020
sky130_fd_sc_hd__nor2_1	1039	1.2
sky130_fd_sc_hd__nand2_1	106	0.13
sky130_fd_sc_hd__and3_1	4	0.0080
sky130_fd_sc_hd__o41ai_1	128	0.36
sky130_fd_sc_hd__buf_4	52	0.13
sky130_fd_sc_hd__a22oi_1	1024	2.5
sky130_fd_sc_hd__or2_1	1	0.0020
sky130_fd_sc_hd__buf_1	76	0.091
sky130_fd_sc_hd__buf_6	8	0.029
sky130_fd_sc_hd__a21oi_1	512	0.82
sky130_fd_sc_hd__nand2b_1	6	0.012
sky130_fd_sc_hd__and2_1	8	0.016
sky130_fd_sc_hd__nand3_1	4	0.0064
sky130_fd_sc_hd__nor2b_1	8	0.016
sky130_fd_sc_hd__clkbuf_1	625	0.75
-- kinds of logic (layout without fill, tap and decap cells) --
| group | after synthesis | count (layout) |
|---|---|---|
| buffers and inverters | 930 | 2159 |
| other | 0 | 27 |
| muxes | 2048 | 2048 |
| DFF | 8192 | 8192 |
| AOI/OAI and AO/OA | 1664 | 1664 |
| and+or+nand+nor | 1214 | 1214 |
-- area by class of cell --
| type | count | area share [%] |
|---|---|---|
| Antenna cell | 27 | 0.01896 |
| Clock buffer | 982 | 5.857 |
| Clock inverter | 465 | 1.015 |
| Multi-Input combinational cell | 4926 | 17.59 |
| Sequential cell | 8192 | 69.03 |
| Tap cell | 13724 | 4.819 |
| Timing Repair Buffer | 712 | 1.666 |
-- through the flow --
stage | util [%] | cells | hold slack (ns) | worst slack, ns
after floorplan | - | 14048 | 12.12 | 34.12
after global placement | 31.99 | 27549 | 12.45 | 26.25
after detailed placement | 32.00 | 27553 | 12.46 | 26.44
after CTS | 34.36 | 29000 | 11.23 | 26.42
after global routing | 34.36 | 29006 | 11.26 | 25.96
final | 34.36 | 29028 | 11.29 | 26.85
-- worst max-delay path: stages --
cell and delay (ns):
sky130_fd_sc_hd__buf_16 0.34, sky130_fd_sc_hd__buf_4 0.64, sky130_fd_sc_hd__buf_4 0.68, sky130_fd_sc_hd__buf_4 0.65, sky130_fd_sc_hd__buf_4 0.62, sky130_fd_sc_hd__buf_4 0.62, sky130_fd_sc_hd__buf_4 0.63, sky130_fd_sc_hd__buf_4 0.63
sky130_fd_sc_hd__buf_4 0.64, sky130_fd_sc_hd__mux4_2 0.59, sky130_fd_sc_hd__a22oi_1 0.35, sky130_fd_sc_hd__a21oi_1 0.21, sky130_fd_sc_hd__o41ai_1 1.04, sky130_fd_sc_hd__buf_4 0.29, sky130_fd_sc_hd__nand4_1 0.40, sky130_fd_sc_hd__clkdlybuf4s50_1 0.58
-- per-layer routing --
layer | share of wire [%] | vias to the layer above | wire length [µm]
met5 | 0.13 | - | 1075
met4 | 3.7 | 48 | 29730
met3 | 18 | 1393 | 141200
met2 | 47 | 8865 | 375100
met1 | 32 | 75415 | 253500
li1 | - | 61087 | -
-- how the worst max path moves through the flow --
stage / to / slack (ns)
final: data_out[22] / 26.85
after global routing: data_out[22] / 25.96
after CTS: data_out[22] / 26.42
-- power groups by stage --
stage	registers [mW]	clock network (mW)	logic (mW)
4_1_cts	6.29	4.80	0.530
5_1_grt	6.28	5.01	0.559
6_report	6.29	4.72	0.521
Power and IR drop assume default switching activity.
