### config.mk
export PLATFORM = sky130hd
export DESIGN_NAME = uart
export DESIGN_NICKNAME = uart
export VERILOG_FILES = /design/flow/design.v
export SDC_FILE = /design/flow/constraint.sdc
export NUM_CORES = 4
export LEC_CHECK = 1
export CORE_UTILIZATION = 30
### constraint.sdc
current_design uart

set clk_period 7.2
set clk_io_pct 0.2

create_clock -name clk0 -period $clk_period [get_ports {clk}]

set non_clock_inputs [all_inputs -no_clocks]
set_input_delay [expr $clk_period * $clk_io_pct] -clock clk0 $non_clock_inputs
set_output_delay [expr $clk_period * $clk_io_pct] -clock clk0 [all_outputs]
### run.sh
#!/bin/bash
# OpenROAD 26Q1-2900-gdf79404cd8, Yosys 0.63+post, stock flow scripts
make -C /OpenROAD-flow-scripts/flow DESIGN_CONFIG=/design/flow/config.mk WORK_HOME=/design/flow/orfs finish
### design.v
module uart#(
  parameter CLOCKS_PER_BIT = 208,
  parameter TX_FIFO = 16,
  parameter RX_FIFO = 16
)(
    input clk,
    output reg uart_tx = 1,
    input uart_rx,
    input tx_available,
    input [7:0] tx_data,
    output tx_ack,
    output [7:0] rx_data,
    input rx_pop,
    output rx_ack
);
integer i;
localparam UART_IDLE = 0;
localparam UART_START = 1;
localparam UART_RUNNING = 2;
localparam UART_STOP = 3;
localparam HALF_CLOCKS_PER_BIT = CLOCKS_PER_BIT/2;
reg [7:0] tx_shift_register;
reg [7:0] tx_shift_registers [TX_FIFO-1:0];
reg [$clog2(TX_FIFO):0] tx_read_i = 0;
reg [$clog2(TX_FIFO):0] tx_write_i = 0;
reg [$clog2(CLOCKS_PER_BIT)-1:0] tx_divider = 0;
wire [$clog2(CLOCKS_PER_BIT)-1:0] tx_next = tx_divider + 1;
reg [1:0] tx_state = UART_IDLE;
reg [2:0] tx_index = 0;
wire tx_empty = tx_read_i == tx_write_i;
wire tx_full = (tx_read_i ^ tx_write_i) == TX_FIFO;
wire tx_sample = tx_next == CLOCKS_PER_BIT;
assign tx_ack = tx_available && !tx_full;
always @(posedge clk) begin
  if (tx_ack) begin
    tx_shift_registers[tx_write_i[$clog2(TX_FIFO)-1:0]] <= tx_data;
    tx_write_i <= tx_write_i + 1;
  end
end
always @(posedge clk) begin
  if (tx_sample) begin
    case (tx_state)
      UART_IDLE: begin
        uart_tx <= 1;
        if (!tx_empty) begin
          tx_state <= UART_START;
          tx_shift_register <= tx_shift_registers[tx_read_i[$clog2(TX_FIFO):0]];
          tx_read_i <= tx_read_i + 1;
        end
      end
      UART_START: begin
        uart_tx <= 0;
        tx_state <= UART_RUNNING;
      end
      UART_RUNNING: begin
        uart_tx <= tx_shift_register[tx_index];
        tx_index <= tx_index + 1;
        if (tx_index == 7) tx_state <= UART_IDLE;
      end
    endcase
  end
  tx_divider <= tx_sample ? 0 : tx_next;
end
reg [7:0] rx_shift_register = 0;
reg [7:0] rx_shift_registers [RX_FIFO-1:0];
reg [$clog2(RX_FIFO):0] rx_read_i = 0;
reg [$clog2(RX_FIFO):0] rx_write_i = 0;
reg [$clog2(CLOCKS_PER_BIT)-1:0] rx_divider = 0;
wire [$clog2(CLOCKS_PER_BIT)-1:0] rx_next = rx_divider + 1;
wire rx_sample = rx_next == CLOCKS_PER_BIT;
reg [1:0] rx_state = UART_IDLE;
reg [2:0] rx_index = 0;
wire rx_empty = rx_read_i == rx_write_i;
wire rx_full = (rx_read_i ^ rx_write_i) == RX_FIFO;
assign rx_data = rx_shift_registers[rx_read_i[$clog2(RX_FIFO)-1:0]];
assign rx_ack = rx_pop && !rx_empty;
always @(posedge clk) begin
  if (rx_ack) begin
    rx_read_i <= rx_read_i + 1;
  end
end
always @(posedge clk) begin
  if (rx_state == UART_IDLE) begin
    if (uart_rx == 0) begin
      rx_divider <= HALF_CLOCKS_PER_BIT;
      rx_state <= UART_START;
    end
  end else begin
    if (rx_sample) begin
      case (rx_state)
        UART_START: begin
          rx_state <= UART_RUNNING;
        end      
        UART_RUNNING: begin
          if (rx_index == 7) rx_state <= UART_STOP;
        end      
        UART_STOP: begin
          if (!rx_full) rx_shift_registers[rx_write_i[$clog2(RX_FIFO)-1:0]] <= rx_shift_register;
          if (!rx_full) rx_write_i <= rx_write_i + 1;
          rx_state <= UART_IDLE;
        end      
      endcase
    end
    rx_divider <= rx_sample ? 0 : rx_next;
  end
  if (rx_sample) begin
    for (i = 0; i < 8; i=i+1) begin
      if (rx_index == i) rx_shift_register[i] <= uart_rx;
    end
    rx_index <= rx_state == UART_START ? 0 : rx_index + 1;
  end
end
endmodule
==> run_results.csv <==
group,metric,value,unit
critical_path,critPathCapture,"rx_ack",
finish,fin_util,0.351,
clocking,clk_pin_slew,50,ps
floorplanning,rows,76,
power_and_ir_drop,power_leakage,4.81,nW
run,cap_violations,0,
global_routing,use_met3,0.0483,
logic_synthesis,ys_seq_elements,319,
timing,relSlewSlack,0.434,
logic_synthesis,yosysTopAreaCell,"edfxtp_1",
logic_synthesis,synth.distinct_cells,45,
timing,fin_setup_tns,0,ps
status,outcome,"completed",
drt,firstDrtPassIters,4,
timing,fin_skew,19.6,ps
logic_synthesis,syn-instance-count,710,
global_routing,grt_use_total,0.110,
finish,fillCellCount,4046,
finish,area_growth,15.1,%
clocking,cts_buffers,36,
timing,tightest_slew,846,ps
timing,fmax,222,MHz
floorplanning,pin_count,23,
finish,post-route-cell-area,0.0151,mm2
clocking,cts_max_path_buffers,3,
global_routing,busiest_layer,"met2",
timing,setup_violations,0,
run,warnings,40,
logic_synthesis,edf_count,311,
power_and_ir_drop,peakVddDrop,0.162,mV
floorplanning,initCoreUtil,0.305,
critical_path,crit_type,"primary input to primary output",
finish,combGateArea,0.00340,mm2
drt,dr_total_vias,6136,
power_and_ir_drop,power_density,259,mW/mm2
logic_synthesis,yosys_area,0.0132,mm2
logic_synthesis,yosysWarnings,1,
floorplanning,core,0.0432,mm2
clocking,cts_tree,"yes",
finish,layout.area.seq,0.00950,mm2
placed_design,hpwl,13800,um
drt,antenna_cells,0,
drt,wl_per_cell,16.4,um
logic_synthesis,top_area_frac,0.710,
global_routing,antenna_found_initial,0,
global_routing,gr-usage-met1,0.150,
drt,drt_iter0_markers,321,
logic_synthesis,ys.flop_type,"edfxtp_1",
drt,vias_per_cell,4.51,
logic_synthesis,async_flop_share,0,
logic_synthesis,avgSynthCellArea,18.5,um2
timing,grt_setup_unrepaired,"false",
min_path,hold_path_class,"register to register",
logic_synthesis,syn_area,0.0132,mm2
critical_path,reg2reg_setup_slack,4420,ps
logic_synthesis,top_cells_by_count,"edfxtp_1 (311), mux4_2 (66), nor2_1 (31)",
timing,fin_crit_sh,0.625,
timing,hold_violations,0,
clocking,clock-sinks,319,
clocking,clk_latency,530,ps
logic_synthesis,ys_cells,710,
timing,finalCriticalPeriod,4500,ps
critical_path,worstSetupStartpointType,"primary input",
logic_synthesis,topCellsByArea,"edfxtp_1 (71%), mux4_2 (11%), ha_1 (2.5%), mux2i_1 (1.4%), xnor2_1 (1.3%)",
logic_synthesis,synth_seq_share,0.722,
floorplanning,die_y,211,um
clocking,htreeDepth,2,
critical_path,startpoint,"rx_pop",
finish,drive_above_1_share,0.183,
critical_path,r2r_end,"tx_shift_registers[14][2]",
global_routing,grt-ovfl-total,0,
global_routing,grt_pass1_vias,6547,
clocking,cts_setup_buffers,0,
critical_path,worstPathRequired,5760,ps
clocking,root_buffer,"clkbuf_16",
global_routing,grt_max_degree,37,
drt,wirelength,22400,um
placed_design,globalplace.congestion,0.769,
drt,drcViolationCount,0,
critical_path,end_kind,"primary output",
clocking,postCtsResizedCells,0,
critical_path,r2r-start,"tx_read_i[0]",
placed_design,port_buffers,22,
critical_path,rr_worst_depth,7,
critical_path,cp_cell_sequence,"clkdlybuf4s50_1, a21boi_0, clkdlybuf4s50_1",
floorplanning,die-area,0.0447,mm2
critical_path,cp_data_arrival_time,3060,ps
global_routing,met2_usage,0.170,
critical_path,crit_top_cell,"clkdlybuf4s50_1",
global_routing,grt_pass1_wl,35600,um
placed_design,placed_cell_area,0.0141,mm2
floorplanning,die_w,211,um
critical_path,slowest_stage,"clkdlybuf4s50_1",
critical_path,cp_max_fo,6,
critical_path,slowest_delay,590,ps
clocking,ctsHoldBuffers,0,
drt,drt.antenna.violating_nets,0,
logic_synthesis,top_cell,"edfxtp_1",
timing,slew_violations,0,
==> layout make-up <==
class,instances,share of cell area
sequential,319,0.627
multi-input combinational,334,0.224
clock buffer,45,0.0617
tap,585,0.0483
timing repair buffer,44,0.0255
clock inverter,14,0.00768
inverter,21,0.00521
==> layout by cell type, fill, tap and decap left out, types with 20 or more instances in the layout <==
cell type,Yosys,routed
ha_1,26,26
inv_1,21,21
a21oi_1,20,20
nor2_1,31,31
xnor2_1,20,20
clkbuf_16,0,36
clkdlybuf4s50_1,0,22
buf_4,4,22
nand2_1,22,22
mux4_2,66,66
nor2b_1,20,20
edfxtp_1,311,311
==> through the flow <==
| stage | instances | hold slack, ps | total power, W | worst slack, ps |
|---|---|---|---|---|
| 2_1_floorplan | 710 | 452 | 0.00223 | 3860 |
| 3_3_place_gp | 1303 | 483 | 0.00231 | 2670 |
| 3_5_place_dp | 1303 | 483 | 0.00231 | 2670 |
| 4_1_cts | 1362 | 497 | 0.00398 | 2620 |
| 5_1_grt | 1362 | 540 | 0.00408 | 2350 |
| 6_report | 1362 | 491 | 0.00392 | 2700 |
==> layer usage <==
layer  wire length (um)  share of wire  vias up
li1                   -              -     2896
met1               9190           0.41     3036
met2              10800           0.48      159
met3               1830          0.081       45
met4                614          0.027        0
met5                  0              0        -
==> worst max-delay path: cells and delay by family <==
family | cells | cell delay (ps)
AOI/OAI and AO/OA | 1 | 580
buffers and inverters | 2 | 1040
==> state kept, by name, summed over array words and instances (netlist names) <==
register            count
uart_tx                 1
tx_shift_registers    128
rx_divider              8
rx_index                3
tx_write_i              5
tx_read_i               5
rx_shift_register       8
rx_state                2
tx_divider              8
rx_shift_registers    128
tx_index                3
tx_state                2
rx_read_i               5
tx_shift_register       8
rx_write_i              5
==> report_power, final <==
group / switching (W) / internal, W
clock: 0.000695 / 0.000958
combinational: 0.0000996 / 0.0000927
sequential: 0.0000198 / 0.00206
total: 0.000815 / 0.00311
==> worst min-delay path by stage <==
stage | startpoint | to | slack (ps) | cells past startpoint
4_1_cts | tx_divider[0] | tx_divider[0] | 500 | 1
5_1_grt | tx_divider[0] | tx_divider[0] | 540 | 1
6_report | tx_divider[0] | tx_divider[0] | 490 | 1
==> logic make-up after synthesis <==
group / count (synthesis) / share of synthesized area
xor gates and xnor gates: 34 / 0.0226
DFF: 319 / 0.722
AOI/OAI and AO/OA: 49 / 0.0254
buffers and inverters: 57 / 0.0204
and+or+nand+nor: 140 / 0.0574
adders and majority gates: 26 / 0.0247
muxes: 85 / 0.127
Power figures rest on the tool's default switching activity, not on a simulated workload.
