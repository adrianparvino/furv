<file path="/design/flow/run.sh">
#!/bin/bash
# OpenROAD 26Q1-2900-gdf79404cd8, Yosys 0.63+post, stock flow scripts
make -C /OpenROAD-flow-scripts/flow DESIGN_CONFIG=/design/flow/config.mk WORK_HOME=/design/flow/orfs finish
</file>
<file path="/design/flow/config.mk">
export PLATFORM = sky130hd
export DESIGN_NAME = furv_rf
export DESIGN_NICKNAME = furv_rf
export VERILOG_FILES = /design/flow/design.v
export SDC_FILE = /design/flow/constraint.sdc
export NUM_CORES = 4
export LEC_CHECK = 1
export CORE_UTILIZATION = 30
</file>
<file path="/design/flow/constraint.sdc">
current_design furv_rf

set clk_period 6.0
set clk_io_pct 0.2

create_clock -name clk0 -period $clk_period [get_ports {clk}]

set non_clock_inputs [all_inputs -no_clocks]
set_input_delay [expr $clk_period * $clk_io_pct] -clock clk0 $non_clock_inputs
set_output_delay [expr $clk_period * $clk_io_pct] -clock clk0 [all_outputs]
</file>
<file path="/design/flow/design.v">
module furv_rf(
  input [4:0] de_rs1_index,
  input [4:0] de_rs2_index,
  input [4:0] de_lock_rd,
  output [31:0] rf_rs1,
  output [31:0] rf_rs2,
  output rf_rs1_ready,
  output rf_rs2_ready,
  input [4:0] wb_rel_rd,
  input [31:0] wb_rd_value,
  input wb_rd_ready,
  input stall_i,
  input clk
);
integer i;
reg [31:0] r [31:0];
initial for (i=0;i<32;i=i+1) r[i] = 32'b0;
assign rf_rs1 = r[de_rs1_index];
assign rf_rs2 = r[de_rs2_index];
reg [31:0] r_used = 0;
assign rf_rs1_ready = !r_used[de_rs1_index];
assign rf_rs2_ready = !r_used[de_rs2_index];
always @(posedge clk) begin
  for (i = 1; i < 32; i=i+1) begin
    if (wb_rd_ready && wb_rel_rd == i)
      r_used[i] <= 0;
    else if (!stall_i && de_lock_rd == i)
      r_used[i] <= 1;
  end
  if (wb_rd_ready && wb_rel_rd != 0) begin
    r[wb_rel_rd] <= wb_rd_value;
  end
end
endmodule
</file>
==> impl_metrics.env <==
# flow metrics
export IMPL_max_freq_mhz=176
export IMPL_post_cts_buffers=0
export IMPL_mux_area_share_pct=25.5
export IMPL_ys_seq_share_pct=65.8
export IMPL_r2r_start="r_used[8]$_SDFFE_PP0P_"
export IMPL_xor_area_share_pct=0
export IMPL_ys_area_sq_um=47700
export IMPL_finalPower_mw=16.4
export IMPL_cts_tree="built"
export IMPL_grt_max_degree=65
export IMPL_top_layer="met5"
export IMPL_worst_slew_pin_slew_ns=1.03
export IMPL_drv_slew=0
export IMPL_edf_count=1024
export IMPL_path_max_fanout=19
export IMPL_cellPowerDensity_nw_per_um2=294
export IMPL_run_status="complete, no violations"
export IMPL_tns_ns=0
export IMPL_syn_inst=2267
export IMPL_ys_sh_aoi_pct=3.85
export IMPL_clkPwrFrac_pct=40.4
export IMPL_cp_startpoint="de_rs1_index[4]"
export IMPL_crit_slowest_cell="nor4_1"
export IMPL_hp_class="register to register"
export IMPL_logic_family="multiplexers"
export IMPL_diodes=0
export IMPL_setup_viol=0
export IMPL_layout_drive_gt1_share_pct=31.9
export IMPL_clockBufferDepth=3
export IMPL_warnings=26
export IMPL_io_pins=121
export IMPL_adder_share_pct=0
export IMPL_clk_latency_ns=0.70
export IMPL_port_buffers=120
export IMPL_min_period_ns=5.69
export IMPL_postLayoutCoreUtil_pct=35.5
export IMPL_cp_num_buf_inv=5
export IMPL_via_per_inst=5.59
export IMPL_ys_ff=1055
export IMPL_ant_nets=0
export IMPL_die_y_um=401
export IMPL_p_leak_nw=17.3
export IMPL_worst_ep_required_time_ns=4.80
export IMPL_final_cell_mix="edfxtp_1 (1024), mux4_2 (448), o22ai_1 (257)"
export IMPL_path_clk_slew_ns=0.06
export IMPL_clkSinkCount=1055
export IMPL_cp_arrival_ns=4.49
export IMPL_fp_util_pct=30.4
export IMPL_slowest_delay_ns=0.87
export IMPL_pwr_share_seq_pct=50.7
export IMPL_met2_length_mm=66.4
export IMPL_grt_setup_unrepaired="false"
export IMPL_netlist_area_sq_um=47700
export IMPL_irDropWorstVdd_mv=0.219
export IMPL_layout_top_cell="edfxtp_1"
export IMPL_floorplan_rows=145
export IMPL_grt_overflow=0
export IMPL_dp_hpwl_mm=81.5
export IMPL_final_hold_viol_count=0
export IMPL_ys_top_cells_by_area="edfxtp_1 (64%), mux4_2 (21%), mux4_1 (4.1%)"
export IMPL_top_area_cell="edfxtp_1"
export IMPL_die_width_um=401
export IMPL_timing_final_crit_share_pct=94.8
export IMPL_fp_dieArea_sq_um=161000
export IMPL_route_detailed_drc=0
export IMPL_cts_buffers_inserted=107
export IMPL_critPathKind="primary input to output port"
export IMPL_syn_mean_instance_area_sq_um=21.0
export IMPL_hold_start="r_used[26]$_SDFFE_PP0P_"
export IMPL_gp_congestion=0.861
export IMPL_endpoint_kind="output port"
export IMPL_drt_wl_total_mm=140
export IMPL_cp_cell_sequence="clkdlybuf4s50_1 > nor2_1 > nand2_2 > buf_12 > buf_4 > o22ai_1 > nor4_1 > buf_4 > clkdlybuf4s50_1"
export IMPL_regArea_sq_um=31400
export IMPL_grt_first_pass_wirelength_mm=201
export IMPL_dr_pass1_iters=5
export IMPL_cp_top_family="buffers and inverters"
export IMPL_met3_length_mm=24.7
export IMPL_simple_gate_area_share_pct=2.12
export IMPL_synthDistinctLibCells=43
export IMPL_combPwrFrac_pct=8.9
export IMPL_met1Wirelength_mm=43.8
export IMPL_ctsHoldBuffers=0
export IMPL_yosys_most_used_dff="edfxtp_1"
export IMPL_internal_power_mw=12.7
export IMPL_grt_pass1_vias=29100
export IMPL_switchingPower_mw=3.66
export IMPL_dpl_instance_area_sq_um=52300
export IMPL_drv_cap=0
export IMPL_top_cell_area_share_pct=64.5
export IMPL_postSynth_asyncResetShare_pct=0
export IMPL_drt_initial_drc_count=1479
export IMPL_power_share_switching_pct=22.3
export IMPL_clk_root_buffer_cell="clkbuf_16"
export IMPL_htreeDepth=3
export IMPL_ys_warn_count=1
export IMPL_ys_cells=2267
export IMPL_wl_per_cell_um=29.9
export IMPL_nFillCells=14300
export IMPL_final_area_sq_um=55700
export IMPL_start_kind="primary input"
export IMPL_globalRouteTotalUtil_pct=18.6
export IMPL_core_area_sq_um=157000
export IMPL_skew_ns=0
export IMPL_grt_antenna_before_repair=2
export IMPL_num_vias=26000
export IMPL_areaGrowthSynthToFinish_pct=16.8
export IMPL_comb_area_sq_um=15400
export IMPL_slew_headroom_pct=30.8
export IMPL_cts_resized=0
==> kinds of logic (layout without fill, tap and decap cells) <==
| family | count (synthesis) | after routing |
|---|---|---|
| multiplexers | 535 | 535 |
| AND-OR/OR-AND | 298 | 298 |
| AND/OR/NAND/NOR | 191 | 191 |
| buffers and inverters | 187 | 494 |
| flip-flops | 1055 | 1055 |
| other | 1 | 32 |
==> worst paths after layout <==
check / endpoint / slack, ns / cells after the start
max: rf_rs1[22] / 0.31 / 9
min: r_used[26]$_SDFFE_PP0P_ / 0.50 / 2
max reg2reg: r_used[8]$_SDFFE_PP0P_ / 5.36 / 2
min reg2reg: r_used[26]$_SDFFE_PP0P_ / 0.50 / 2
==> layout make-up <==
cell class | count | share of cell area (%)
flip-flops and latches | 1055 | 56.3
multi-input cells | 1056 | 27.6
clock buffers | 134 | 5.13
well taps | 2058 | 4.62
clock inverters | 64 | 1.10
repair buffers | 294 | 5.25
inverters | 2 | 0.0135
==> tightest hold or removal path, stage by stage, from the launching register on <==
cell     delay, ns
dfxtp_1       0.34
a21oi_1       0.05
nor2_1        0.07
==> synthesized netlist by cell type, types with 2 or more instances <==
library cell and number:
nand4b_1 2, clkbuf_1 26, nand3_1 6, nor2_1 65, nand2b_1 11, nor3_1 13
buf_4 9, dfxtp_1 31, inv_1 2, nor4_2 2, mux2i_1 12, a211oi_1 2
o22ai_1 257, a21oi_1 32, o211ai_1 2, nor4_1 63, buf_6 52, or3_1 3
edfxtp_1 1024, buf_2 89, mux4_2 448, mux4_1 74, nor2b_1 5, nand3b_1 4
nand2_1 11, buf_8 5
==> registers in the layout, indices dropped and copies added (netlist names) <==
register and cells:
r 1024, r_used 31
==> layer usage <==
layer | track usage, % | vias to the layer above
li1 | - | 10700
met1 | 20.3 | 13300
met2 | 28.2 | 1810
met3 | 14.6 | 255
met4 | 4.99 | 8
met5 | 0.833 | -
==> power groups by stage <==
stage	Sequential [mW]	Clock (mW)	Combinational, mW
CTS	8.31	6.75	1.48
global route	8.33	6.97	1.57
finish	8.31	6.63	1.46
==> metrics by stage <==
step           setup WS (ns)  instances  hold slack [ns]
2_1_floorplan           1.49       2298            0.448
4_1_cts                0.116       4663            0.500
5_1_grt                0.165       4663            0.534
3_3_place_gp           0.131       4465            0.473
3_5_place_dp           0.144       4465            0.486
6_report               0.314       4663            0.501
No activity file was given, so power comes from the tool's default toggle rates.
